<file path="flow/run.sh">
#!/bin/bash
# OpenROAD 26Q1-2900-gdf79404cd8, Yosys 0.63+post, stock flow scripts
make -C /OpenROAD-flow-scripts/flow DESIGN_CONFIG=/design/flow/config.mk WORK_HOME=/design/flow/orfs finish
</file>
<file path="flow/constraint.sdc">
current_design divdiv

set clk_period 7.9
set clk_io_pct 0.2

create_clock -name clk0 -period $clk_period [get_ports {clk}]

set non_clock_inputs [all_inputs -no_clocks]
set_input_delay [expr $clk_period * $clk_io_pct] -clock clk0 $non_clock_inputs
set_output_delay [expr $clk_period * $clk_io_pct] -clock clk0 [all_outputs]
</file>
<file path="flow/config.mk">
export PLATFORM = sky130hd
export DESIGN_NAME = divdiv
export DESIGN_NICKNAME = divdiv
export VERILOG_FILES = /design/flow/design.v
export SDC_FILE = /design/flow/constraint.sdc
export NUM_CORES = 4
export LEC_CHECK = 1
export CORE_UTILIZATION = 40
</file>
<file path="flow/design.v">
`timescale 1ns/1ps
module divdiv ( dividend, divisor,div_state, clk, rstn, enable, result);
input	[31:0] dividend;
input	[31:0] divisor;
input	clk;
input	rstn;
input	enable;
output reg div_state;
output	reg[13:0]result;
reg [31:0]temp, counter;
reg [13:0]result_pre;
always@(posedge clk or negedge rstn)
begin
	if (!rstn) 
		temp <=  32'd0;
	else if (enable && (temp > divisor) )
		temp <=  temp - divisor;
	else if (enable)
		temp <=  temp;
	else
		temp <=  dividend;
end
always@(posedge clk or negedge rstn)
begin
	if (!rstn) 
		counter <=  32'd0;
	else if (enable && (temp > divisor) )
		counter <=  counter + 32'd1;
	else if (enable)
		counter <=  counter;
	else
		counter <=  32'd0;
end
always@(posedge clk or negedge rstn)
begin
	if (!rstn) 
		result_pre <=  14'd0;
	else if ( enable )
		result_pre <=  counter;
	else 
		result_pre <=  result_pre;
end
always@(posedge clk or negedge rstn)
begin
	if (!rstn) 
		div_state <=  1'b0;
	else if (temp <divisor)
		div_state <=  1'b1;
	else 
		div_state <=  1'b0;
end
always@(posedge clk or negedge rstn)
begin
	if (!rstn) 
		result <=  14'b0;
	else if (div_state==1)
		result <=  result_pre;
	else 
		result <=  result;
end
endmodule
</file>
==> GITHUB_STEP_SUMMARY <==
## Implementation flow summary

| Metric | Value |
|---|---|
| Outcome | complete, no violations |
| Max Fclk | 206 MHz |
| Depth of the CTS H-tree | 3 |
| Worst clock skew | 0.00631 ns |
| Row count | 40 |
| Worst slack at placement | 2.76 ns |
| Synth Cell Area | 0.00498 mm^2 |
| Count of cell types in the netlist | 51 |
| Final period util | 61.4% |
| # Cells Yosys | 544 |
| Setup total negative slack | 0 ns |
| Final Max Slew Viols | 0 |
| CP startpoint kind | primary input |
| CP Data Arrival Time | 5.07 ns |
| # diodes | 0 |
| Via count | 4123 |
| Seq/Total Area, Yosys | 37.7% |
| Worst Max-Slew Pin Slew | 0.723 ns |
| # Post-CTS Setup Buffers | 0 |
| Number of enable flip-flop cells | 0 |
| PwrDens | 317 mW/mm^2 |
| IO Pins | 82 |
| Commonest Layout Cell | clkdlybuf4s50_1 |
| Core ar. | 0.0121 mm^2 |
| Max-Cap Viols | 0 |
| Aggregate global-route resource usage | 18.9% |
| Post-DP HPWL | 7.95 mm |
| Number of vias per cell | 5.21 |
| Hold Fails Final Rpt | 0 |
| Largest net degree at the start of global routing | 70 |
| 1st-pass router iterations | 4 |
| Antenna violations before repair | 0 |
| Wirelength, routed | 11.0 mm |
| CTS tree | yes |
| Slew HR | 51.3% |
| Worst skew pair latency | 0.34 ns |
| Share of layout cells above drive strength 1 | 9.94% |
| # setup viols final | 0 |
| Clock sink count | 75 |
| Reg2reg start | temp[0]$_DFFE_PN0P_ |
| Residual DRC count | 0 |
| Setup crit end kind | flop |
| Resized Gates After CTS | 0 |
| Hold-fix buffers, CTS | 0 |
| Async set-or-reset flop fraction in the synthesized netlist | 100% |
| WP data required | 8.13 ns |
| RePlAce Congestion | 0.898 |
| Critical path fanouts, max | 34 |
| Most instantiated logic cells after routing | clkdlybuf4s50_1, dfrtp_1, a21oi_1 |
| Avg WL per Cell | 13.9 um |
| RSZ-0062 raised after global routing | false |
| Clk pin slew, worst setup/hold paths | 0.07 ns |
| Number of port buffers | 81 |
| Gr ovfl total | 0 |
| Die Ht | 114 um |
| WHS | 0.503 ns |
| Crit Path Class | in -> reg |
| Number of global-route vias before repair | 4025 |
| Pleak | 0.00288 uW |
| Main flop type | dfrtp_1 |
| CTS Buffer Depth | 2 |
| Synth Area per Inst | 9.16 um^2 |
| Initial Utilization | 41.3% |
| Post-Syn Instances | 544 |
| CTS Buf Count | 9 |
| Initial DRC count | 220 |
| Min-Delay Path Class | reg -> reg |
| Start point of the critical path | divisor[0] |
| Chip area | 0.0129 mm^2 |
| Synthesis Warnings | 1 |
| Final cell count without fillers | 792 |
| Placed cell count | 776 |
| Tmin final | 4.85 ns |
| VDD IR max | 0.142 mV |
| Post-route ant nets | 0 |
| Area Overhead vs Synth | 25.2% |
| Die width | 114 um |
| Root Driver | clkbuf_16 |
| Worst setup margin | 3.05 ns |
| Hold_sp | result_pre[12]$_DFFE_PN0P_ |
| Chip area line of the yosys report | 0.00498 mm^2 |
| Registers, synthesis | 75 |
| First-pass GRT wire length | 19.2 mm |
| OpenROAD warning count | 25 |
synth_stat cells (2+ instances only):
cell      number  share of area, %
xnor2_1       19               3.3
a211oi_1       5              0.75
nand2b_1       7              0.88
o21a_1         5              0.75
mux2_2        28               6.3
a211o_1        2              0.35
a21o_1        16               2.4
ha_1          33               8.3
nor2_1        56               4.2
inv_1         35               2.6
dfrtp_1       75                38
and3_1        11               1.4
nor3b_1        2              0.30
buf_2          5              0.50
and4_1         3              0.53
o21ai_0       18               1.8
nand4_1       13               1.6
nand2_1       30               2.3
o21bai_1       6              0.90
nand3_1        6              0.60
buf_4          3              0.45
nor3_1         7              0.70
or3_1          7              0.88
o31ai_1        2              0.30
clkbuf_1      13              0.98
and2_1         2              0.25
a21oi_1       74               7.4
a21oi_2        4              0.70
mux2i_1       12               2.4
a221oi_1       2              0.35
nor2b_1        4              0.50
xor2_1        15               2.6
a31oi_1        2              0.25
or2_2          2              0.25
o21ai_1        2              0.20
nor4_1         2              0.25
a311o_1        2              0.40
routing by layer:
| metal | global-route usage, % | routed length [um] |
|---|---|---|
| met3 | 3.36 | 534 |
| met4 | 2.72 | 188 |
| met2 | 27.9 | 4670 |
| met1 | 30.4 | 5650 |
| met5 | 0 | 0 |
critical path, cell delays in order:
cell and delay, ns:
clkdlybuf4s50_1 0.51, ha_1 0.19, fa_1 0.21, nand2b_1 0.15
a21oi_2 0.07, o41ai_2 0.66, o31ai_4 0.16, a21oi_2 0.35
o21a_2 0.66, or3_1 0.20, mux2i_1 0.07, a211o_1 0.26
flip-flops by register name, indices dropped and copies added (netlist names):
| name | count |
|---|---|
| counter | 14 |
| result | 14 |
| temp | 32 |
| result_pre | 14 |
| div_state | 1 |
through the flow:
step | area [um^2] | power [uW] | util [%]
3_3_place_gp | 5930 | 1550 | 49.2
6_report | 6240 | 1980 | 51.7
5_1_grt | 6240 | 2150 | 51.7
2_1_floorplan | 4980 | 1340 | -
3_5_place_dp | 5930 | 1560 | 49.2
4_1_cts | 6240 | 2000 | 51.7
cells by family after synthesis:
family | share of synthesized area, %
AND-OR/OR-AND | 19.3
XOR/XNOR | 5.97
adder cells (fa/ha/maj) | 8.68
buffers and inverters | 4.64
flip-flops | 37.7
multiplexers | 8.73
AND/OR/NAND/NOR | 15.1
cell type report:
cell class | instances | area, um^2
fill | 1103 | 5820
multi-input combinational | 412 | 2880
sequential | 75 | 1880
timing repair buffer | 85 | 833
clock buffer | 9 | 225
tap | 168 | 210
inverter | 36 | 135
clock inverter | 7 | 82.6
where the power goes:
part           total, uW  switching (uW)  internal, uW
sequential           535            64.8           470
combinational       1020             553           466
clock                426             176           250
total               1980             794          1190
path summary, 6_finish.rpt:
path,to,slack (ns),cells past startpoint
worst max-delay path,temp[30]$_DFFE_PN0P_,3.05,12
worst min-delay path,result_pre[12]$_DFFE_PN0P_,0.50,1
worst max register to register,temp[30]$_DFFE_PN0P_,4.39,12
worst min register to register,result_pre[12]$_DFFE_PN0P_,0.50,1
max in group asynchronous,temp[26]$_DFFE_PN0P_,5.78,2
min in group asynchronous,temp[5]$_DFFE_PN0P_,1.15,1
Power is estimated from default activity; no workload was simulated.
