==> flow/design.v <==
`timescale 1ns/1ps
module ram_data (shift_data_state, rstn, clk, in, head_flag, ram_tmp_0, ram_tmp_1, ram_tmp_2, ram_tmp_3, ram_tmp_4, ram_tmp_5, ram_tmp_6, ram_tmp_7, ram_tmp_8, ram_tmp_9, ram_tmp_10, ram_tmp_11, ram_tmp_12, ram_tmp_13, ram_tmp_14, ram_tmp_15,ram_tmp_16,ram_tmp_17,ram_tmp_18,ram_tmp_19,ram_tmp_20,ram_tmp_21,ram_tmp_22,ram_tmp_23,ram_tmp_24,ram_tmp_25,ram_tmp_26,ram_tmp_27,ram_tmp_28,ram_tmp_29,ram_tmp_30,ram_tmp_31,ram_tmp_32);
input rstn, clk, head_flag, shift_data_state;
input [13:0] in;
output reg [13:0] ram_tmp_0;
output reg [13:0] ram_tmp_1;
output reg [13:0] ram_tmp_2;
output reg [13:0] ram_tmp_3;
output reg [13:0] ram_tmp_4;
output reg [13:0] ram_tmp_5;
output reg [13:0] ram_tmp_6;
output reg [13:0] ram_tmp_7;
output reg [13:0] ram_tmp_8;
output reg [13:0] ram_tmp_9;
output reg [13:0] ram_tmp_10;
output reg [13:0] ram_tmp_11;
output reg [13:0] ram_tmp_12;
output reg [13:0] ram_tmp_13;
output reg [13:0] ram_tmp_14;
output reg [13:0] ram_tmp_15;
output reg [13:0] ram_tmp_16;
output reg [13:0] ram_tmp_17;
output reg [13:0] ram_tmp_18;
output reg [13:0] ram_tmp_19;
output reg [13:0] ram_tmp_20;
output reg [13:0] ram_tmp_21;
output reg [13:0] ram_tmp_22;
output reg [13:0] ram_tmp_23;
output reg [13:0] ram_tmp_24;
output reg [13:0] ram_tmp_25;
output reg [13:0] ram_tmp_26;
output reg [13:0] ram_tmp_27;
output reg [13:0] ram_tmp_28;
output reg [13:0] ram_tmp_29;
output reg [13:0] ram_tmp_30;
output reg [13:0] ram_tmp_31;
output reg [13:0] ram_tmp_32;
    always@(posedge clk or negedge rstn)
    begin
    if (rstn == 1'b0)
        ram_tmp_0 <=   14'd0;
    else if (shift_data_state == 1'b1)
        ram_tmp_0 <=   in;
    else
	ram_tmp_0 <=   ram_tmp_0;
    end  
    always@(posedge clk or negedge rstn)
    begin
    if (rstn == 1'b0)
        ram_tmp_1 <=   14'd0;
    else if (shift_data_state == 1'b1)
        ram_tmp_1 <=   ram_tmp_0;
    else
	ram_tmp_1 <=   ram_tmp_1;
    end    
    always@(posedge clk or negedge rstn)
    begin
    if (rstn == 1'b0)
        ram_tmp_2 <=   14'd0;
    else if (shift_data_state == 1'b1)
        ram_tmp_2 <=   ram_tmp_1;
    else
	ram_tmp_2 <=   ram_tmp_2;
    end    
    always@(posedge clk or negedge rstn)
    begin
    if (rstn == 1'b0)
        ram_tmp_3 <=   14'd0;
    else if (shift_data_state == 1'b1)
        ram_tmp_3 <=   ram_tmp_2;
    else
	ram_tmp_3 <=   ram_tmp_3;
    end    
    always@(posedge clk or negedge rstn)
    begin
    if (rstn == 1'b0)
        ram_tmp_4 <=   14'd0;
    else if (shift_data_state == 1'b1)
        ram_tmp_4 <=   ram_tmp_3;
    else
	ram_tmp_4 <=   ram_tmp_4;
    end    
    always@(posedge clk or negedge rstn)
    begin
    if (rstn == 1'b0)
        ram_tmp_5 <=   14'd0;
    else if (shift_data_state == 1'b1)
        ram_tmp_5 <=   ram_tmp_4;
    else
	ram_tmp_5 <=   ram_tmp_5;
    end    
    always@(posedge clk or negedge rstn)
    begin
    if (rstn == 1'b0)
        ram_tmp_6 <=   14'd0;
    else if (shift_data_state == 1'b1)
        ram_tmp_6 <=   ram_tmp_5;
    else
	ram_tmp_6 <=   ram_tmp_6;
    end    
    always@(posedge clk or negedge rstn)
    begin
    if (rstn == 1'b0)
        ram_tmp_7 <=   14'd0;
    else if (shift_data_state == 1'b1)
        ram_tmp_7 <=   ram_tmp_6;
    else
	ram_tmp_7 <=   ram_tmp_7;
    end    
    always@(posedge clk or negedge rstn)
    begin
    if (rstn == 1'b0)
        ram_tmp_8 <=   14'd0;
    else if (shift_data_state == 1'b1)
        ram_tmp_8 <=   ram_tmp_7;
    else
	ram_tmp_8 <=   ram_tmp_8;
    end    
    always@(posedge clk or negedge rstn)
    begin
    if (rstn == 1'b0)
        ram_tmp_9 <=   14'd0;
    else if (shift_data_state == 1'b1)
        ram_tmp_9 <=   ram_tmp_8;
    else
	ram_tmp_9 <=   ram_tmp_9;
    end    
    always@(posedge clk or negedge rstn)
    begin
    if (rstn == 1'b0)
        ram_tmp_10 <=   14'd0;
    else if (shift_data_state == 1'b1)
        ram_tmp_10 <=   ram_tmp_9;
    else
	ram_tmp_10 <=   ram_tmp_10;
    end    
    always@(posedge clk or negedge rstn)
    begin
    if (rstn == 1'b0)
        ram_tmp_11 <=   14'd0;
    else if (shift_data_state == 1'b1)
        ram_tmp_11 <=   ram_tmp_10;
    else
	ram_tmp_11 <=   ram_tmp_11;
    end    
    always@(posedge clk or negedge rstn)
    begin
    if (rstn == 1'b0)
        ram_tmp_12 <=   14'd0;
    else if (shift_data_state == 1'b1)
        ram_tmp_12 <=   ram_tmp_11;
    else
	ram_tmp_12 <=   ram_tmp_12;
    end    
    always@(posedge clk or negedge rstn)
    begin
    if (rstn == 1'b0)
        ram_tmp_13 <=   14'd0;
    else if (shift_data_state == 1'b1)
        ram_tmp_13 <=   ram_tmp_12;
    else
	ram_tmp_13 <=   ram_tmp_13;
    end    
    always@(posedge clk or negedge rstn)
    begin
    if (rstn == 1'b0)
        ram_tmp_14 <=   14'd0;
    else if (shift_data_state == 1'b1)
        ram_tmp_14 <=   ram_tmp_13;
    else
	ram_tmp_14 <=   ram_tmp_14;
    end    
    always@(posedge clk or negedge rstn)
    begin
    if (rstn == 1'b0)
        ram_tmp_15 <=   14'd0;
    else if (shift_data_state == 1'b1)
        ram_tmp_15 <=   ram_tmp_14;
    else
	ram_tmp_15 <=   ram_tmp_15;
    end
	always@(posedge clk or negedge rstn)
    begin
    if (rstn == 1'b0)
        ram_tmp_16 <=   14'd0;
    else if (shift_data_state == 1'b1)
        ram_tmp_16 <=   ram_tmp_15;
    else
	ram_tmp_16 <=   ram_tmp_16;
    end
	always@(posedge clk or negedge rstn)
    begin
    if (rstn == 1'b0)
        ram_tmp_17 <=   14'd0;
    else if (shift_data_state == 1'b1)
        ram_tmp_17 <=   ram_tmp_16;
    else
	ram_tmp_17 <=   ram_tmp_17;
    end  
    always@(posedge clk or negedge rstn)
    begin
    if (rstn == 1'b0)
        ram_tmp_18 <=   14'd0;
    else if (shift_data_state == 1'b1)
        ram_tmp_18 <=   ram_tmp_17;
    else
	ram_tmp_18 <=   ram_tmp_18;
    end    
    always@(posedge clk or negedge rstn)
    begin
    if (rstn == 1'b0)
        ram_tmp_19 <=   14'd0;
    else if (shift_data_state == 1'b1)
        ram_tmp_19 <=   ram_tmp_18;
    else
	ram_tmp_19 <=   ram_tmp_19;
    end    
    always@(posedge clk or negedge rstn)
    begin
    if (rstn == 1'b0)
        ram_tmp_20 <=   14'd0;
    else if (shift_data_state == 1'b1)
        ram_tmp_20 <=   ram_tmp_19;
    else
	ram_tmp_20 <=   ram_tmp_20;
    end    
    always@(posedge clk or negedge rstn)
    begin
    if (rstn == 1'b0)
        ram_tmp_21 <=   14'd0;
    else if (shift_data_state == 1'b1)
        ram_tmp_21 <=   ram_tmp_20;
    else
	ram_tmp_21 <=   ram_tmp_21;
    end    
    always@(posedge clk or negedge rstn)
    begin
    if (rstn == 1'b0)
        ram_tmp_22 <=   14'd0;
    else if (shift_data_state == 1'b1)
        ram_tmp_22 <=   ram_tmp_21;
    else
	ram_tmp_22 <=   ram_tmp_22;
    end    
    always@(posedge clk or negedge rstn)
    begin
    if (rstn == 1'b0)
        ram_tmp_23 <=   14'd0;
    else if (shift_data_state == 1'b1)
        ram_tmp_23 <=   ram_tmp_22;
    else
	ram_tmp_23 <=   ram_tmp_23;
    end    
    always@(posedge clk or negedge rstn)
    begin
    if (rstn == 1'b0)
        ram_tmp_24 <=   14'd0;
    else if (shift_data_state == 1'b1)
        ram_tmp_24 <=   ram_tmp_23;
    else
	ram_tmp_24 <=   ram_tmp_24;
    end    
    always@(posedge clk or negedge rstn)
    begin
    if (rstn == 1'b0)
        ram_tmp_25 <=   14'd0;
    else if (shift_data_state == 1'b1)
        ram_tmp_25 <=   ram_tmp_24;
    else
	ram_tmp_25 <=   ram_tmp_25;
    end    
    always@(posedge clk or negedge rstn)
    begin
    if (rstn == 1'b0)
        ram_tmp_26 <=   14'd0;
    else if (shift_data_state == 1'b1)
        ram_tmp_26 <=   ram_tmp_25;
    else
	ram_tmp_26 <=   ram_tmp_26;
    end    
    always@(posedge clk or negedge rstn)
    begin
    if (rstn == 1'b0)
        ram_tmp_27 <=   14'd0;
    else if (shift_data_state == 1'b1)
        ram_tmp_27 <=   ram_tmp_26;
    else
	ram_tmp_27 <=   ram_tmp_27;
    end    
    always@(posedge clk or negedge rstn)
    begin
    if (rstn == 1'b0)
        ram_tmp_28 <=   14'd0;
    else if (shift_data_state == 1'b1)
        ram_tmp_28 <=   ram_tmp_27;
    else
	ram_tmp_28 <=   ram_tmp_28;
    end    
    always@(posedge clk or negedge rstn)
    begin
    if (rstn == 1'b0)
        ram_tmp_29 <=   14'd0;
    else if (shift_data_state == 1'b1)
        ram_tmp_29 <=   ram_tmp_28;
    else
	ram_tmp_29 <=   ram_tmp_29;
    end    
    always@(posedge clk or negedge rstn)
    begin
    if (rstn == 1'b0)
        ram_tmp_30 <=   14'd0;
    else if (shift_data_state == 1'b1)
        ram_tmp_30 <=   ram_tmp_29;
    else
	ram_tmp_30 <=   ram_tmp_30;
    end    
    always@(posedge clk or negedge rstn)
    begin
    if (rstn == 1'b0)
        ram_tmp_31 <=   14'd0;
    else if (shift_data_state == 1'b1)
        ram_tmp_31 <=   ram_tmp_30;
    else
	ram_tmp_31 <=   ram_tmp_31;
    end    
    always@(posedge clk or negedge rstn)
    begin
    if (rstn == 1'b0)
        ram_tmp_32 <=   14'd0;
    else if (shift_data_state == 1'b1)
        ram_tmp_32 <=   ram_tmp_31;
    else
	ram_tmp_32 <=   ram_tmp_32;
    end
endmodule
==> flow/run.sh <==
#!/bin/bash
# OpenROAD 26Q1-2900-gdf79404cd8, Yosys 0.63+post, stock flow scripts
make -C /OpenROAD-flow-scripts/flow DESIGN_CONFIG=/design/flow/config.mk WORK_HOME=/design/flow/orfs finish
==> flow/config.mk <==
export PLATFORM = sky130hd
export DESIGN_NAME = ram_data
export DESIGN_NICKNAME = ram_data
export VERILOG_FILES = /design/flow/design.v
export SDC_FILE = /design/flow/constraint.sdc
export NUM_CORES = 4
export LEC_CHECK = 1
export CORE_UTILIZATION = 40
==> flow/constraint.sdc <==
current_design ram_data

set clk_period 1.5
set clk_io_pct 0.2

create_clock -name clk0 -period $clk_period [get_ports {clk}]

set non_clock_inputs [all_inputs -no_clocks]
set_input_delay [expr $clk_period * $clk_io_pct] -clock clk0 $non_clock_inputs
set_output_delay [expr $clk_period * $clk_io_pct] -clock clk0 [all_outputs]
==> qor.yml <==
status: "finished with violations"
failed_checks: "negative hold slack"
finalHoldViolCount: 95
worstPathArrival_ps: 1160
ir_drop_uv: 965
grt_pass1_wl_um: 70900
grt_use_total_pct: 22.3
powerDensity_mw_per_mm2: 1880
syn_inst: 975
vias_per_cell: 4.67
worstPathCellList: "dlygate4sd2_1"
ys_types: 5
area_growth_syn_to_layout_pct: 53.8
die_height_um: 209
worstPathRequired_ps: 1200
crit_slowest_cell: "dfrtp_1"
pwr-share-clk_pct: 23.5
initial_core_util_pct: 40.7
antenna_cells_inserted: 0
critical-path-top-delay-family: "flip-flops"
cts_tree: "yes"
final_layout_size_suffix_gt1_share_pct: 51.0
tightestPinTransition_ps: 422
p_int_mw: 36.4
min_period_ps: 1460
firstDrtPassIters: 4
clk_pin_slew_ps: 60
p_leak_nw: 12.9
cp_num_buf_inv: 1
drtIter0Drc: 477
ctsRootBufferMaster: "clkbuf_16"
max_stage_delay_ps: 370
worst_hold_slack_ps: -144
grt_max_degree: 78
yosysChipArea_mm2: 0.0171
htreeDepth: 2
grt_pass1_vias: 11585
dieArea_mm2: 0.0437
syn_area_mm2: 0.0171
cts_made_buffers: 48
ant_nets: 0
pin_count: 480
grt_overflow: 0
slew_viol_final: 0
max-clock-path-buffers: 3
fp-row-count: 75
yosysCellCount: 975
drv_cap: 0
port-buffer-count: 478
ff2ff_setup_slack_ps: 440
cp-end-kind: "primary output"
vias: 11284
tool_warnings: 27
hp-class: "input pin to async pin"
cp-start-kind: "flip-flop"
clock_sinks: 462
slew_headroom_pct: 71.9
fmax_mhz: 685
clkLatencyLatePin_ps: 560
comb_area_mm2: 0.00520
core_mm2: 0.0421
power_frac_comb_pct: 36.0
ys.warnings.count: 1
path_max_fanout: 2
finalCritPeriodShare_pct: 97.4
worst-setup-path-type: "flip-flop to primary output"
avgRoutedWirePerCell_um: 18.9
layout_top_cell: "dfrtp_1"
switching_share_pct: 26.4
syn_avg_cell_area_um2: 17.6
setup_viol: 0
fillerInstances: 3190
power_frac_seq_pct: 40.5
p_sw_mw: 13.1
gp_congestion: 0.852
antenna_found_initial: 0
regArea_mm2: 0.0116
drcViolationCount: 0
synth_flop_count: 462
hpwl_um: 31300
dieWidth_um: 209
skew_ps: 7.84
ctsHoldBuffers: 4
layout_top_cells: "dfrtp_1 (461), buf_4 (362), mux2_2 (332), clkdlybuf4s15_1 (296), mux2_1 (130)"
totalWireLength_um: 45800
fin_util_pct: 62.6
synth_seq_share_pct: 67.4
==> kinds of logic (layout without fill, tap and decap cells) <==
kind of cell | after synthesis | count (layout) | share of synthesized area [%]
flip-flops | 462 | 462 | 67.4
buffers and inverters | 51 | 955 | 2.22
multiplexers | 462 | 462 | 30.3
==> final timing paths <==
| path | to | depth (start not counted) | from |
|---|---|---|---|
| max | ram_tmp_31[4] | 1 | ram_tmp_31[4] |
| min | ram_tmp_32[8] | 4 | rstn |
| max reg2reg | ram_tmp_8[5] | 3 | ram_tmp_7[5] |
| min reg2reg | ram_tmp_32[9] | 1 | ram_tmp_32[9] |
| max in group asynchronous | ram_tmp_16[13] | 6 | rstn |
| min in group clk0 | ram_tmp_21[6] | 3 | shift_data_state |
==> power groups by stage <==
stage / Sequential (mW) / Combinational, mW / Clock, mW
6_report: 20.0 / 17.8 / 11.6
4_1_cts: 20.1 / 18.2 / 12.0
5_1_grt: 20.7 / 19.4 / 12.5
==> cell type report <==
cell class                      instances  area share, %
Sequential cell                       462           43.8
Multi-Input combinational cell        462           19.7
Clock inverter                          3          0.247
Timing Repair Buffer                  873           28.0
Clock buffer                           79           5.57
Tap cell                              539           2.56
==> worst reg2reg max path, cell delays in order, from the launching register on <==
cell and delay (ps):
dfrtp_1 400, buf_4 140, buf_4 130, mux2_1 280
==> cells in the mapped netlist <==
| library cell | n | share of area (%) |
|---|---|---|
| buf_2 | 31 | 0.90 |
| buf_6 | 20 | 1.3 |
| dfrtp_1 | 462 | 67 |
| mux2_1 | 130 | 8.5 |
| mux2_2 | 332 | 22 |
==> stage by stage <==
stage | setup TNS, ps | instance area [µm²] | cells | power [mW] | setup slack (ps)
2_1_floorplan | 0 | 17100 | 975 | 23.1 | 293
3_3_place_gp | 0 | 22900 | 1987 | 35.8 | 137
3_5_place_dp | 0 | 22900 | 1987 | 36.0 | 123
4_1_cts | 0 | 26500 | 2407 | 50.2 | 0.0983
5_1_grt | -9.36 | 26400 | 2418 | 52.6 | -8.20
6_report | 0 | 26400 | 2418 | 49.5 | 39.4
==> routing by layer <==
layer	vias to the layer above	GRT usage, %	part of all wire (%)
li1	5244	-	-
met1	5629	31.6	40
met2	345	33.9	47
met3	66	8.87	9.8
met4	0	4.82	2.5
met5	-	0	0
==> repair_timing <==
action	CTS	global route
hold endpoints to repair	236	101
resized	1150	44
buffers inserted	334	10
setup endpoints to repair	462	146
No activity file was given, so power comes from the tool's default toggle rates.
